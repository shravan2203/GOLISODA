$ cat flow/config.mk
export PLATFORM = sky130hd
export DESIGN_NAME = mem
export DESIGN_NICKNAME = mem
export VERILOG_FILES = /design/flow/design.v
export SDC_FILE = /design/flow/constraint.sdc
export NUM_CORES = 4
export LEC_CHECK = 1
export CORE_UTILIZATION = 30
$ cat flow/constraint.sdc
current_design mem

set clk_period 1.6
set clk_io_pct 0.2

create_clock -name clk0 -period $clk_period [get_ports {clk}]

set non_clock_inputs [all_inputs -no_clocks]
set_input_delay [expr $clk_period * $clk_io_pct] -clock clk0 $non_clock_inputs
set_output_delay [expr $clk_period * $clk_io_pct] -clock clk0 [all_outputs]
$ cat flow/design.v
`timescale 1ns / 1ps
module mem(
    input clk, rst, rd, wr,          
    input [7:0] Datain,              
    input [3:0] addr,                
    output reg [7:0] Dataout         
);
reg [7:0] memory [10:0];            
integer i;                          
always @(posedge clk or posedge rst) begin
    if (rst) begin
        for (i = 0; i <= 10; i = i + 1) begin
            memory[i] <= 8'b0;      
        end
        Dataout <= 8'b0;            
    end else if (wr) begin
        memory[addr] <= Datain;     
    end else if (rd) begin
        Dataout <= memory[addr];    
    end
end
endmodule
$ cat flow/run.sh
#!/bin/bash
# OpenROAD 26Q1-2900-gdf79404cd8, Yosys 0.63+post, stock flow scripts
make -C /OpenROAD-flow-scripts/flow DESIGN_CONFIG=/design/flow/config.mk WORK_HOME=/design/flow/orfs finish
==> results.json <==
{
  "status": "complete, no violations",
  "synth_area_sq_um": 4550,
  "antenna_found_initial": 0,
  "finalHoldViolations": 0,
  "powerDensity_nw_per_um2": 1090,
  "max-cap-violations": 0,
  "fin_util_pct": 40.9,
  "h-tree-depth": 3,
  "place.gp.congestion": 0.861,
  "viasPerCell": 5.17,
  "cts_buffer_depth": 2,
  "cp_max_fo": 2,
  "layout.cells.non_filler": 644,
  "drt_first_pass_iters": 4,
  "clk_pin_slew_ns": 0.06,
  "tightestPinTransition_ns": 0.502,
  "required_ns": 1.28,
  "fp_util_pct": 31.0,
  "die_y_um": 125,
  "drt.antenna.violating_nets": 0,
  "grt_pass1_wl_um": 20000,
  "yosys-stat-area_sq_um": 4550,
  "core_sq_um": 14700,
  "ctsRootBufferMaster": "clkbuf_16",
  "drive_above_1_share_pct": 47.6,
  "synthCells": 369,
  "die_area_sq_um": 15700,
  "power_leakage_nw": 2.56,
  "slowest_delay_ns": 0.48,
  "fp.dieW_um": 125,
  "worstSkewPairLatency_ns": 0.34,
  "finalCritPeriodShare_pct": 96.8,
  "grt_pass1_vias": 3432,
  "vias": 3332,
  "vdd_drop_max_v": 0.000536,
  "yosys_cells": 369,
  "cts_sinks": 96,
  "lay_top_cells": "96 x dfrtp_1, 89 x mux2_2, 64 x buf_4",
  "wl_per_cell_um": 19.3,
  "grt_setup_unrepaired": "true",
  "cts_setup_buffers": 0,
  "hold_path_class": "in -> async",
  "ff_type": "dfrtp_1",
  "grtUsageTotal_pct": 17.1,
  "lay_top_count": "dfrtp_1",
  "setup_violations": 0,
  "totalWireLength_um": 12400,
  "dp_hpwl_um": 8800,
  "endpoint_kind": "output port",
  "slew_headroom_pct": 66.4,
  "seq_area_frac_synth_pct": 52.7,
  "crit_family": "buffers and inverters",
  "cts_buffers": 9,
  "portBuffers": 23,
  "arrival_ns": 1.23,
  "critPathLaunchType": "flop",
  "yosysWarnings": 2,
  "critical_path_buf_inv_count": 1,
  "yosysUniqueCellTypes": 50,
  "crit_chain": "clkdlybuf4s50_1",
  "syn2layout_area_growth_pct": 32.1,
  "whs_ns": 0.415,
  "synthArstFlopShare_pct": 100,
  "p_total_mw": 6.57,
  "io_pins": 24,
  "setup_tns_ns": 0,
  "enable_flop_cells": 0,
  "drv_slew": 0,
  "grt_max_degree": 56,
  "dp.cells": 626,
  "worst_clock_skew_ns": 0.00571,
  "drc": 0,
  "fp-row-count": 44,
  "num_antenna_cells": 0,
  "cts_tree": "built",
  "synth_area_per_cell_sq_um": 12.3,
  "drt_iter0_drc": 173,
  "min_period_ns": 1.55,
  "max_clock_freq_ghz": 0.645,
  "grt.overflow.total": 0,
  "slowest_stage": "clkdlybuf4s50_1",
  "tool_warnings": 26,
  "critPathKind": "reg -> out",
  "synth-seq-cells": 96
}
==> synthesized netlist by cell type (2+ instances only) <==
master,count,area [sq um]
nand2b_1,5,31.3
a22oi_1,7,52.6
a311oi_1,3,26.3
mux2_1,2,22.5
a32oi_1,2,17.5
nor3b_1,4,30.0
nor2_2,3,18.8
dfrtp_1,96,2400
mux2i_1,9,90.1
mux2_2,89,1000
o32ai_1,4,35.0
clkbuf_1,13,48.8
o22ai_1,9,56.3
buf_4,5,37.5
o21ai_0,12,60.1
and2b_1,2,15.0
inv_1,4,15.0
o31ai_1,2,15.0
nor2_1,12,45.0
a22o_1,2,17.5
nor2b_1,7,43.8
a21oi_1,17,85.1
buf_2,7,35.0
nand3_1,7,35.0
a31oi_1,4,25.0
nor2_4,2,22.5
nand2_1,17,63.8
==> layout make-up <==
type	count	area, sq um
Tap cell	184	230
Multi-Input combinational cell	244	2170
Clock inverter	4	20.0
Clock buffer	12	246
Fill cell	1312	8680
Inverter	4	18.8
Sequential cell	96	2400
Timing Repair Buffer	100	925
==> timing repair <==
| action | CTS | global route |
|---|---|---|
| gates resized | 34 | 12 |
| endpoints found under the setup margin | 96 | 31 |
| gates cloned | 2 | 0 |
| hold buffers | 0 | 0 |
| pin swaps | 7 | 5 |
==> routing by layer <==
metal / track usage, % / share of wire, %
met1: 26.9 / 46
met2: 25.2 / 45
met3: 3.79 / 7.3
met4: 2.80 / 1.6
met5: 0 / 0
==> kinds of logic after synthesis <==
kind of cell,synth area share [%]
AND/OR/NAND/NOR,8.85
AND-OR/OR-AND,10.9
buffers and inverters,2.99
flip-flops,52.7
multiplexers,24.5
==> registers in the layout, summed over array words and instances, names as in the netlist <==
name / count
memory: 88
Dataout: 8
==> report_power, final <==
| part | total (mW) | internal, mW | leakage [nW] | switching [mW] |
|---|---|---|---|---|
| clock | 1.95 | 1.09 | 0.136 | 0.865 |
| sequential | 3.29 | 2.98 | 1.17 | 0.306 |
| combinational | 1.33 | 0.787 | 1.25 | 0.541 |
==> stage by stage <==
| step | setup WS, ns | area [sq um] |
|---|---|---|
| floorplan | 0.0563 | 4560 |
| global placement | -0.792 | 5550 |
| detailed placement | -0.802 | 5550 |
| CTS | 0.0186 | 5970 |
| global route | -0.00272 | 6020 |
| finish | 0.0505 | 6020 |
==> final timing paths <==
kind	from	endpoint	slack, ns	cells after the start
min in group clk0	memory[1][3]	memory[1][3]	0.50	1
hold reg to reg	memory[1][3]	memory[1][3]	0.50	1
setup reg to reg	memory[1][1]	Dataout[1]	0.21	6
hold / removal	rst	memory[2][6]	0.42	3
setup / recovery	Dataout[3]	Dataout[3]	0.05	1
max in group asynchronous	rst	memory[1][5]	0.89	3
Power and IR drop assume default switching activity.
