--- flow/run.sh ---
#!/bin/bash
# OpenROAD 26Q1-2900-gdf79404cd8, Yosys 0.63+post, stock flow scripts
make -C /OpenROAD-flow-scripts/flow DESIGN_CONFIG=/design/flow/config.mk WORK_HOME=/design/flow/orfs finish
--- flow/design.v ---
`timescale 1ns / 1ps
module alu(
    input [31:0]A,B,   
    input [3:0]fun,     
    output reg [31:0]Y,   
    output reg c_out
);
reg [31:0]temp;
always @(*) begin
    c_out = 1'b0; 
    case(fun)
        4'b0000: begin 
            temp = A + B;           
            Y = temp[31:0];    
            c_out = temp[32];  
        end
        4'b0001: Y = A - B;       
        4'b0010: Y = A & B;       
        4'b0011: Y = A | B;        
        4'b0100: Y = A ^ B;        
        4'b0101: Y = A << B;        
        4'b0110: Y = A >> B; 
        default: Y = 32'b0;     
    endcase
end
endmodule
--- flow/config.mk ---
export PLATFORM = sky130hd
export DESIGN_NAME = alu
export DESIGN_NICKNAME = alu
export VERILOG_FILES = /design/flow/design.v
export SDC_FILE = /design/flow/constraint.sdc
export NUM_CORES = 4
export LEC_CHECK = 1
export CORE_UTILIZATION = 30
--- flow/constraint.sdc ---
current_design alu

set clk_period 15.7
set clk_io_pct 0.2

create_clock -name clk0 -period $clk_period

set non_clock_inputs [all_inputs -no_clocks]
set_input_delay [expr $clk_period * $clk_io_pct] -clock clk0 $non_clock_inputs
set_output_delay [expr $clk_period * $clk_io_pct] -clock clk0 [all_outputs]
==> results.yml <==
# generated from flow reports
power:
  pwr-share-seq: 0
  p_sw_frac: 0.5791
  p_comb_frac: 1.000
  switching_power_uw: 164.7
  intPower_uw: 119.7
  clkPwrFrac: 0
  p_leak_nw: 3.738
  ir_worst_vdd_mv: 0.01209
  p_per_area_mw_per_mm2: 31.32
setup_path:
  critPathMostFrequentCell: "ha_1"
  crit_arrival_ns: 8.32
  critPathRequiredTime_ns: 12.56
  critPathTopFamily: "simple AND/OR/NAND/NOR gates"
  path_max_fanout: 38
  path_cells: "buf_4, inv_2, ha_1, and3_1, and2_0, a41oi_1, xnor2_1, ha_1, a21oi_1, o21ai_0, a221o_1, and3_4, a21oi_2, a211oi_1, or4_4, or4_1, nand3_1, clkdlybuf4s50_1"
  crit_buf_inv: 3
  cp_slowest_cell: "inv_2"
  setup.worst_path.start_class: "input port"
  max_stage_delay_ns: 0.64
  critical_path_class: "in -> out"
  worst_setup_path_end_kind: "output port"
flow_run:
  cap_violations: 0
  warnings: 65
final_layout:
  ff_count: 0
  fillers: 2699
  area_delta_synth_final_pct: 15.81
  drive_above_1_share: 0.07483
  stdcell_area_mm2: 0.009081
  seq_area_um2: 0
  logic_area_mm2: 0.007223
  n_clock_buffer: 0
logic_synthesis:
  mux_share: 0.1677
  top_logic_kind: "AND-OR/OR-AND gates"
  synthCells: 1139
  ys_sh_simple: 0.2101
  synth_adder_area_share: 0.1557
  syn_avg_cell_area_um2: 6.884
  ys_seq_share: 0
  ys_area_mm2: 0.007841
  yosys_cells: 1139
  yosysUniqueCellTypes: 71
  ys_sh_aoi: 0.3303
  yosysWarnings: 2
  ys_sh_xor: 0.05473
  netlist_area_mm2: 0.007841
place:
  io_buffers: 100
  place.gp.congestion: 1.016
  post_dp_cell_area_mm2: 0.009081
  hpwl_mm: 26.35
  pre_cts_ws_ns: 4.291
timing:
  slew-limit-headroom: 0.3401
  fin_crit_sh: 0.7299
  setup_ws_ns: 4.241
  worstMarginPinSlew_ns: 0.9840
  rsz0062_at_grt: "false"
  fin_tns_setup_ns: 0
  drv_slew: 0
  finalHoldViolCount: 0
  setup_violations: 0
  min_period_ns: 11.46
  max_freq_mhz: 87.26
floorplanning:
  fp.dieW_um: 163.7
  io_pins: 101
  chipHeight_um: 163.7
  fp_util: 0.3087
  core_area_mm2: 0.02540
  chipArea_mm2: 0.02679
  num_rows: 58
clocking:
  hold_buffers: 0
  post_cts_buffers: 0
  cts.repair.resized: 0
detailed_routing:
  avgRoutedWirePerCell_um: 22.86
  via_per_inst: 6.159
  drc: 0
  antennaDiodeCount: 0
  ant_nets: 0
  drtPass1Iterations: 5
  routed-via-count: 9276
  drt-initial-drc-count: 1176
  wl_mm: 34.43
grt:
  grt_use_total: 0.2577
  overflow: 0
  antenna_found_initial: 0
  grt_pass1_vias: 8651
  grt_pass1_wl_mm: 51.63
  grt_max_degree: 72
run_status:
  status: "finished clean"
hold_path:
  min_path_type: "in -> out"
[tightest hold or removal path: cells and delay by family]
| kind | cells | cell delay (ns) |
|---|---|---|
| compound gates | 1 | 0.11 |
| simple gates | 2 | 0.27 |
| buf+inv | 2 | 0.54 |
[power by group through the flow]
stage	sequential [mW]	clock, mW	combinational [mW]
CTS	0	0	0.279
global route	0	0	0.309
finish	0	0	0.284
[per-layer routing]
layer	global-route usage	routed length, um	up-vias
li1	-	-	4364
met1	0.3820	15450	4347
met2	0.3781	14760	501
met3	0.05794	3383	64
met4	0.05808	839	0
met5	0.01326	0	-
[layout by cell type (no fill, tap or decap), drive strengths merged, types with 29 or more instances in the layout]
cell type / synthesis / final
inv: 71 / 71
mux4: 29 / 29
ha: 96 / 96
clkdlybuf4s50: 0 / 95
buf: 36 / 31
a21oi: 75 / 75
xnor2: 41 / 41
mux2i: 56 / 56
nor3: 29 / 29
o21ai: 100 / 100
nor2: 134 / 134
a211oi: 39 / 39
nand2: 72 / 72
[metrics by stage]
step | hold WS, ns | utilization | cells | total power [mW]
2_1_floorplan | 6.495 | - | 1139 | 0.1752
3_3_place_gp | 7.195 | 0.3575 | 1506 | 0.2774
3_5_place_dp | 7.190 | 0.3575 | 1506 | 0.2771
4_1_cts | 7.192 | 0.3575 | 1506 | 0.2790
5_1_grt | 7.224 | 0.3575 | 1506 | 0.3090
6_report | 7.201 | 0.3575 | 1506 | 0.2844
[logic make-up after synthesis]
kind of cell	count (synthesis)
adders and majority gates	97
xor gates and xnor gates	49
buffers and inverters	160
AOI/OAI and AO/OA	390
and+or+nand+nor	348
other	1
muxes	94
[cells in the mapped netlist (12+ instances only)]
cell        n  area share
mux2i_1    56       0.071
ha_1       96        0.15
mux4_2     29       0.083
o31ai_1    14       0.013
and3_1     12      0.0096
xnor2_1    41       0.046
a31oi_1    19       0.015
a22oi_1    16       0.015
a211oi_1   38       0.036
nand2_1    72       0.034
a21o_1     27       0.026
nor4_1     15       0.012
inv_1      70       0.034
o211ai_1   15       0.014
nor3_1     28       0.018
nand2b_1   13       0.010
a221oi_1   20       0.022
nor2_1    134       0.064
buf_2      24       0.015
nand3_1    22       0.014
a21oi_1    74       0.047
clkbuf_1   53       0.025
o21ai_0   100       0.064
[cell type report]
type                       instances  area share
inverter                          71     0.02935
timing repair buffer             126      0.1298
multi-input combinational        979      0.7954
tap                              330     0.04547
[path summary, 6_finish.rpt]
check | start | endpoint | slack [ns] | depth (start not counted)
setup / recovery | B[0] | Y[31] | 4.24 | 18
hold / removal | B[3] | Y[2] | 7.20 | 5
Power is estimated from default activity; no workload was simulated.
